### /design/flow/run.sh
#!/bin/bash
# OpenROAD 26Q1-2900-gdf79404cd8, Yosys 0.63+post, stock flow scripts
make -C /OpenROAD-flow-scripts/flow DESIGN_CONFIG=/design/flow/config.mk WORK_HOME=/design/flow/orfs finish
### /design/flow/constraint.sdc
current_design RB

set clk_period 2.6
set clk_io_pct 0.2

create_clock -name clk0 -period $clk_period [get_ports {clk}]

set non_clock_inputs [all_inputs -no_clocks]
set_input_delay [expr $clk_period * $clk_io_pct] -clock clk0 $non_clock_inputs
set_output_delay [expr $clk_period * $clk_io_pct] -clock clk0 [all_outputs]
### /design/flow/config.mk
export PLATFORM = sky130hd
export DESIGN_NAME = RB
export DESIGN_NICKNAME = RB
export VERILOG_FILES = /design/flow/design.v
export SDC_FILE = /design/flow/constraint.sdc
export NUM_CORES = 4
export LEC_CHECK = 1
export CORE_UTILIZATION = 40
### /design/flow/design.v
`timescale 1ns / 1ps
module DECODER_4_16(
	input [3:0]RegAdd,
	input WE,
	output reg [15:0]Out
    );
(* dont_touch *) 
always @(*) begin
	if(WE == 0)
		Out = 0;  
	else begin
		case(RegAdd)
			4'b0000: Out = 16'd1;
			4'b0001: Out = 16'd2;
			4'b0010: Out = 16'd4;
			4'b0011: Out = 16'd8;
			4'b0100: Out = 16'd16;
			4'b0101: Out = 16'd32;
			4'b0110: Out = 16'd64;
			4'b0111: Out = 16'd128;
			4'b1000: Out = 16'd256;
			4'b1001: Out = 16'd512;
			4'b1010: Out = 16'd1024;
			4'b1011: Out = 16'd2048;
			4'b1100: Out = 16'd4096;
			4'b1101: Out = 16'd8192;
			4'b1110: Out = 16'd16384;
			4'b1111: Out = 16'd32768;
		endcase
	end
end
endmodule
`timescale 1ns / 1ps
module MULTP_16 #(parameter N=8)(
	input [N-1:0]I0,
	input [N-1:0]I1,
	input [N-1:0]I2,
	input [N-1:0]I3,
	input [N-1:0]I4,
	input [N-1:0]I5,
	input [N-1:0]I6,
	input [N-1:0]I7,
	input [N-1:0]I8,
	input [N-1:0]I9,
	input [N-1:0]I10,
	input [N-1:0]I11,
	input [N-1:0]I12,
	input [N-1:0]I13,
	input [N-1:0]I14,
	input [N-1:0]I15,
	input [3:0]S,
	output reg [N-1:0]O
    );
(* dont_touch *)
always @* begin
	case(S)
		4'b0000: O = I0;
		4'b0001: O = I1;
		4'b0010: O = I2;
		4'b0011: O = I3;
		4'b0100: O = I4;
		4'b0101: O = I5;
		4'b0110: O = I6;
		4'b0111: O = I7;
		4'b1000: O = I8;
		4'b1001: O = I9;
		4'b1010: O = I10;
		4'b1011: O = I11;
		4'b1100: O = I12;
		4'b1101: O = I13;
		4'b1110: O = I14;
		4'b1111: O = I15;
	endcase
end
endmodule
`timescale 1ns / 1ps
module MULTP_8 #(parameter N=8)(
	input [N-1:0]I0,
	input [N-1:0]I1,
	input [N-1:0]I2,
	input [N-1:0]I3,
	input [N-1:0]I4,
	input [N-1:0]I5,
	input [N-1:0]I6,
	input [N-1:0]I7,
	input [2:0]S,
	output reg [N-1:0]O
    );
(* dont_touch *)
always @* begin
	case(S)
		3'b000: O = I0;
		3'b001: O = I1;
		3'b010: O = I2;
		3'b011: O = I3;
		3'b100: O = I4;
		3'b101: O = I5;
		3'b110: O = I6;
		3'b111: O = I7;
	endcase
end
endmodule
`timescale 1ns / 1ps
module RB(
    input clk,
	input reset,
	input [7:0]InA,  
	input [7:0]InB,  
	input [7:0]CUconst,  
	input [7:0]ALUout,  
	input [2:0]InMuxAdd,  
	input WE,  
	input [3:0]RegAdd,  
	input [3:0]OutMuxAdd,  
	output [7:0]Out,  
	output [7:0]ALUinA,  
	output [7:0]ALUinB  
	);
	wire [15:0]Decoder_Out;  
	wire [7:0]RegOut;  
	wire [7:0]RegIn;  
	wire [7:0]Rout [15:0];  
	(* dont_touch *)  
	DECODER_4_16 decoder(.RegAdd(RegAdd),.WE(WE),.Out(Decoder_Out));	
	(* dont_touch *)  
	MULTP_8 #(.N(8)) mux_input(.I0(InA),.I1(InB),.I2(CUconst),.I3(ALUout),.I4(RegOut),.I5(RegOut) 
										,.I6(RegOut),.I7(RegOut),.S(InMuxAdd),.O(RegIn));
	(* dont_touch *)  
	MULTP_16 #(.N(8)) mux_output(.I0(Rout[0]),.I1(Rout[1]),.I2(Rout[2]),.I3(Rout[3]),.I4(Rout[4]),.I5(Rout[5])
								,.I6(Rout[6]),.I7(Rout[7]),.I8(Rout[8]),.I9(Rout[9]),.I10(Rout[10]),.I11(Rout[11])
								,.I12(Rout[12]),.I13(Rout[13]),.I14(Rout[14]),.I15(Rout[15]),.S(OutMuxAdd),.O(RegOut));	
	(* dont_touch *) REGISTER #(.N(8)) reg0(.Rin(RegIn), .Rout(Rout[0]), .clk(clk), .En(Decoder_Out[0]), .reset(reset));
	(* dont_touch *) REGISTER #(.N(8)) reg1(.Rin(RegIn), .Rout(Rout[1]), .clk(clk), .En(Decoder_Out[1]), .reset(reset));
	(* dont_touch *) REGISTER #(.N(8)) reg2(.Rin(RegIn), .Rout(Rout[2]), .clk(clk), .En(Decoder_Out[2]), .reset(reset));
	(* dont_touch *) REGISTER #(.N(8)) reg3(.Rin(RegIn), .Rout(Rout[3]), .clk(clk), .En(Decoder_Out[3]), .reset(reset));
	(* dont_touch *) REGISTER #(.N(8)) reg4(.Rin(RegIn), .Rout(Rout[4]), .clk(clk), .En(Decoder_Out[4]), .reset(reset));
	(* dont_touch *) REGISTER #(.N(8)) reg5(.Rin(RegIn), .Rout(Rout[5]), .clk(clk), .En(Decoder_Out[5]), .reset(reset));
	(* dont_touch *) REGISTER #(.N(8)) reg6(.Rin(RegIn), .Rout(Rout[6]), .clk(clk), .En(Decoder_Out[6]), .reset(reset));
	(* dont_touch *) REGISTER #(.N(8)) reg7(.Rin(RegIn), .Rout(Rout[7]), .clk(clk), .En(Decoder_Out[7]), .reset(reset));
	(* dont_touch *) REGISTER #(.N(8)) reg8(.Rin(RegIn), .Rout(Rout[8]), .clk(clk), .En(Decoder_Out[8]), .reset(reset));
	(* dont_touch *) REGISTER #(.N(8)) reg9(.Rin(RegIn), .Rout(Rout[9]), .clk(clk), .En(Decoder_Out[9]), .reset(reset));
	(* dont_touch *) REGISTER #(.N(8)) reg10(.Rin(RegIn), .Rout(Rout[10]), .clk(clk), .En(Decoder_Out[10]), .reset(reset));
	(* dont_touch *) REGISTER #(.N(8)) reg11(.Rin(RegIn), .Rout(Rout[11]), .clk(clk), .En(Decoder_Out[11]), .reset(reset));
	(* dont_touch *) REGISTER #(.N(8)) reg12(.Rin(RegIn), .Rout(Rout[12]), .clk(clk), .En(Decoder_Out[12]), .reset(reset));
	(* dont_touch *) REGISTER #(.N(8)) reg13(.Rin(RegIn), .Rout(Rout[13]), .clk(clk), .En(Decoder_Out[13]), .reset(reset));
	(* dont_touch *) REGISTER #(.N(8)) reg14(.Rin(RegIn), .Rout(Rout[14]), .clk(clk), .En(Decoder_Out[14]), .reset(reset));
	(* dont_touch *) REGISTER #(.N(8)) reg15(.Rin(RegIn), .Rout(Rout[15]), .clk(clk), .En(Decoder_Out[15]), .reset(reset));
	assign Out = Rout[0];  
	assign ALUinA = Rout[1];  
	assign ALUinB = Rout[2];  
endmodule
`timescale 1ns / 1ps
module REGISTER #(parameter N=8)(
	input clk,
	input reset,
	input En,
	input [N-1:0] Rin,
	output reg [N-1:0] Rout
    );
    (* dont_touch *) reg [N-1:0]reg_next;
    (* dont_touch *) reg [N-1:0]reg_out;
    (* dont_touch *)  
    always @(posedge clk, posedge reset) begin
        if(reset==1)
            reg_out <= 0;
        else
            reg_out <= reg_next;
    end
    (* dont_touch *)  
    always @(*) begin
        if(En)
            reg_next = Rin;
        else
            reg_next = reg_out;
    end
    (* dont_touch *)  
    always @(*) begin
        Rout = reg_out;
    end
endmodule
==> deck_impl_summary.md <==
Run Summary

Synth
  – Adder Area Share: 0%
  – Area contributors post-synth: dfrtp_1, mux2_2, nor2_1
  – Post-synth ARST share: 100%
  – Dominant cell type by area after synthesis: dfrtp_1
  – Cell Area, Synth: 0.00701 mm²
  – Mapped Avg Cell Area: 10.7 µm²
  – Synth warn: 5
  – Synth flops: 128
  – Count of library flops with an enable pin: 0
  – XOR Share, Synth: 0%
  – # Cells Yosys: 654
  – Post-synth seq share: 45.7%
  – Top area contributor share: 45.7%
  – AO/OA Area Share: 14.1%
  – Synth cell types: 64
  – Dominant combinational family: simple AND/OR/NAND/NOR gates
  – Yosys simple share: 18.4%
  – Synthesized netlist cell count: 654
  – Main synth FF type: dfrtp_1
  – Multiplexer share: 17.1%
  – Yosys chip area: 0.00701 mm²

Routing
  – First-pass iteration count of the detailed router: 4
  – DRT Wirelength: 19700 µm
  – WL per Instance: 19.6 µm
  – Vias: 5632
  – Final ANT Viol Nets: 0
  – Via density: 5.60
  – Initial DRC Count: 455
  – Residual DRC count: 0
  – Inserted Diodes: 0

Global route
  – Number of global-route vias before repair: 5586
  – Congestion Overflow GR: 0
  – Initial antenna violation count: 0
  – Global-route wire length before repair: 31600 µm
  – GRT Total Usage: 23.8%
  – Largest net degree at the start of global routing: 71

Final timing
  – Max_slew headroom: 61.7%
  – Final period util: 94.7%
  – Final tally of max-slew violations: 0
  – Final Hold Viols: 0
  – WHS: 0.371 ns
  – Final Setup Violations: 0
  – Fin crit period: 2.46 ns
  – Fin Clk Skew: 0.00570 ns
  – Fmax: 0.406 GHz
  – Worst slew pin tran: 0.571 ns
  – RSZ-0062 raised after global routing: false

Job
  – Log Warnings: 25
  – Max Cap Viol: 0

Floorplanning
  – Die height: 134 µm
  – FP Util: 40.7%
  – Chip Width: 134 µm
  – Die Area: 0.0181 mm²
  – CORE AREA: 0.0172 mm²
  – IO Count: 70
  – Std-Cell Rows: 48

Power
  – Pwr dens: 768 mW/mm²
  – Power Total: 6.93 mW
  – VDD IR-drop max: 0.000470 V
  – Leak Pwr: 3.81 nW

Worst setup path
  – CP Capture Type: flip-flop
  – Crit path arrival time: 2.77 ns
  – Crit path required time: 2.91 ns
  – Worst setup path endpoint: reg15.reg_out[5]
  – Reg2reg end: reg11.reg_out[4]
  – CP Class: in2reg
  – Crit. Startpoint: OutMuxAdd[1]
  – Worst-path fanout max: 16
  – Reg2reg setup slack: 0.61 ns
  – R2R depth: 6
  – Crit start category: primary input
  – Reg2reg start: reg11.reg_out[4]

Clocking
  – Reg clk slew, reported paths: 0.06 ns
  – Total CTS buffers: 17
  – Postcts setup bufs: 0
  – CTS tree: done
  – Max Root-Sink Buffers: 2
  – H-tree levels: 4
  – # clock sinks: 128
  – Root Driver: clkbuf_16
  – Hold_buf cts: 0
  – Clock latency on the worst-skew pair: 0.42 ns

Place
  – DP Wirelength: 14100 µm
  – Placed Area: 0.00838 mm²
  – Final Wtd Congestion: 0.935
  – Placed cells: 973
  – IO Port Bufs: 69

Layout
  – End-of-flow core utilization: 52.4%
  – Finished Cell Area: 0.00902 mm²
  – Fin cells: 1005
  – Share of cells above drive strength 1: 29.7%
  – Area Growth Syn to Fin: 28.7%

Min path
  – Worst hold path type: in2async

Outcome
  – Outcome: complete, no violations
cell usage after synthesis, types with 11 or more instances:
library cell / instances
o22ai_1: 11
a21oi_1: 63
nand3b_1: 19
nand3_1: 24
nor2_1: 120
dfrtp_1: 128
or3b_1: 12
clkbuf_1: 15
mux2_2: 76
nand2_1: 17
buf_6: 12
buf_2: 15
metal layers:
| metal | wire [µm] | global-route usage, % | vias to the layer above |
|---|---|---|---|
| met5 | 0 | 0 | - |
| li1 | - | - | 2614 |
| met2 | 9140 | 35.5 | 185 |
| met3 | 1180 | 5.67 | 24 |
| met4 | 371 | 4.00 | 0 |
| met1 | 9020 | 37.3 | 2809 |
what timing repair did:
item | CTS | global route
hold endpoints to repair | 0 | 0
endpoints found under the setup margin | 8 | 48
gates resized | 1 | 3
power by group:
part           internal, mW  switching [mW]  total (mW)  leakage [nW]
logic                 0.921           0.639        1.56          1.92
registers              2.52           0.348        2.87          1.59
clock network          1.60           0.903        2.50         0.302
total                  5.04            1.89        6.93          3.81
cell families after synthesis:
logic type,count (synthesis)
AOI/OAI and AO/OA,134
buffers and inverters,52
DFF,128
muxes,96
and+or+nand+nor,244
layout by cell type, fill, tap and decap left out, types with 3 or more instances in the layout:
cell type	n
a22o_1	10
and3b_1	3
bufinv_16	3
mux2_4	8
nand2_1	17
a31oi_2	5
buf_12	13
nand2b_1	4
o22ai_2	10
nor3b_1	5
a2111oi_2	4
clkinv_4	3
mux2_2	76
clkbuf_8	3
a221o_1	5
nor3_2	3
a21oi_1	63
nor2b_1	10
clkdlybuf4s50_1	67
nor2_1	120
o22ai_1	11
buf_4	61
mux4_2	8
o21a_1	5
inv_6	3
nand3b_1	19
and3_1	7
mux2i_1	3
nand3_1	24
clkbuf_16	17
dfrtp_1	128
or3b_1	12
worst min path at each step:
stage	startpoint	to	slack, ns	cells after the start
5_1_grt	reset	reg0.reg_out[1]	0.39	2
4_1_cts	reset	reg3.reg_out[6]	0.37	2
6_report	reset	reg3.reg_out[6]	0.37	2
registers in the layout (all words and copies together), names as in the netlist:
name,count
reg10.reg_out,8
reg7.reg_out,8
reg11.reg_out,8
reg5.reg_out,8
reg12.reg_out,8
reg14.reg_out,8
reg3.reg_out,8
reg6.reg_out,8
reg8.reg_out,8
reg9.reg_out,8
reg2.reg_out,8
reg15.reg_out,8
reg0.reg_out,8
reg4.reg_out,8
reg1.reg_out,8
reg13.reg_out,8
stage by stage:
step,setup TNS [ns],setup WS (ns)
6_report,0,0.138
3_5_place_dp,-32.94,-0.482
5_1_grt,0,0.0409
2_1_floorplan,0,0.356
4_1_cts,0,0.0712
3_3_place_gp,-33.14,-0.451
critical path, cell delays in order:
cell             delay, ns
clkdlybuf4s50_1       0.51
buf_12                0.15
buf_4                 0.17
nand3b_1              0.12
a21oi_1               0.09
a2111oi_2             0.46
buf_4                 0.19
a31oi_2               0.12
buf_4                 0.19
mux2_2                0.26
final cells by class:
cell class | instances | area, µm²
fillers | 1438 | 8210
multi-input cells | 474 | 3500
flip-flops and latches | 128 | 3200
repair buffers | 143 | 1400
clock buffers | 22 | 474
well taps | 225 | 282
clock inverters | 10 | 150
inverters | 3 | 15.0
Power is estimated from default activity; no workload was simulated.
